$ cat flow/design.v
module FIFO_RD #(parameter ADD_WIDTH = 4)(
input wire rinc,
input wire [ADD_WIDTH - 1:0] rq2_wptr,
input wire R_CLK, R_RST,
output wire rempty,
output reg [ADD_WIDTH - 2:0] raddr,
output reg [ADD_WIDTH - 1:0] rptr
);
integer k;
wire rinc_pulse;
reg rinc_flop;
reg [ADD_WIDTH - 1:0] rptr_reg;  
assign rinc_pulse = !rinc_flop && rinc;
always@(posedge R_CLK or negedge R_RST)
begin
if(!R_RST)
rinc_flop <= 0;
else 
rinc_flop <= rinc;
end
always @(*) 
begin
rptr[ADD_WIDTH - 1] = rptr_reg[ADD_WIDTH - 1]; 
for (k = ADD_WIDTH - 2; k >= 0; k = k - 1) 
begin
rptr[k] = rptr_reg[k + 1] ^ rptr_reg[k]; 
end
end
assign rempty = (rptr == rq2_wptr)?1:0;
always@(posedge R_CLK or negedge R_RST)
begin
if(!R_RST)
begin
raddr <= 'b0;
rptr_reg <= 'b0;
end
else
begin
if(rinc_pulse && !rempty)
begin
raddr <= raddr + 'b1;
rptr_reg <= rptr_reg + 'b1;
end
if(raddr == 'b111)
begin
raddr <= 'b0;
end
if(rptr_reg == 'b1111)
begin
rptr_reg <= 'b0;
end
end
end
endmodule 
$ cat flow/run.sh
#!/bin/bash
# OpenROAD 26Q1-2900-gdf79404cd8, Yosys 0.63+post, stock flow scripts
make -C /OpenROAD-flow-scripts/flow DESIGN_CONFIG=/design/flow/config.mk WORK_HOME=/design/flow/orfs finish
$ cat flow/config.mk
export PLATFORM = sky130hd
export DESIGN_NAME = FIFO_RD
export DESIGN_NICKNAME = FIFO_RD
export VERILOG_FILES = /design/flow/design.v
export SDC_FILE = /design/flow/constraint.sdc
export NUM_CORES = 4
export LEC_CHECK = 1
export CORE_AREA = 10 10 70 70
export DIE_AREA = 0 0 80 80
$ cat flow/constraint.sdc
current_design FIFO_RD

set clk_period 3.8
set clk_io_pct 0.2

create_clock -name clk0 -period $clk_period [get_ports {R_CLK}]

set non_clock_inputs [all_inputs -no_clocks]
set_input_delay [expr $clk_period * $clk_io_pct] -clock clk0 $non_clock_inputs
set_output_delay [expr $clk_period * $clk_io_pct] -clock clk0 [all_outputs]
==> results_tabular.tex <==
% Implementation results table
\begin{tabular}{lr}
\hline
Metric & Value \\
\hline
\multicolumn{2}{l}{\textbf{Worst setup path}} \\
\quad Endpoint type of the worst setup path & output port \\
\quad Cells on worst reg2reg path & 5 \\
\quad Critical path startpoint category & input port \\
\quad Reg2reg setup slack & 1.65 ns \\
\quad Data required time of the worst path & 3.04 ns \\
\quad Highest net fanout along the worst path & 2 \\
\quad FF-to-FF Start & rptr\_reg[0] \\
\quad CP arrival & 2.13 ns \\
\quad Crit path capture & rempty \\
\quad Setup CP Type & input port to output port \\
\quad Reg-to-reg critical path endpoint & raddr[2] \\
\quad Launching instance or port of the critical path & rq2\_wptr[1] \\
\multicolumn{2}{l}{\textbf{Placed design}} \\
\quad DP HPWL & 826.3 µm \\
\quad Instance area at placement & 665.6 µm² \\
\quad Number of port buffers & 14 \\
\quad Final GP Congestion & 0.7374 \\
\multicolumn{2}{l}{\textbf{Run}} \\
\quad Number of warnings in the stage logs & 25 \\
\quad Max-cap check violation count & 0 \\
\multicolumn{2}{l}{\textbf{Route}} \\
\quad Total vias in the final route & 344 \\
\quad Iteration count of the initial detailed-routing pass & 3 \\
\quad Remaining DRCs & 0 \\
\quad Final antenna-violating net count & 0 \\
\quad Wire length per cell after detailed routing & 9.265 µm \\
\quad Violation tally from detailed-route iteration zero & 3 \\
\quad Number of diodes & 0 \\
\quad DRT Wirelength & 945 µm \\
\quad Number of vias per cell after detailed routing & 3.373 \\
\multicolumn{2}{l}{\textbf{STA}} \\
\quad Worst clock skew & 0.004108 ns \\
\quad Final-report hold violation count & 0 \\
\quad Max-slew violation total from the final report & 0 \\
\quad Final cycle utilization of the critical path & 76.18\% \\
\quad Setup repair after global routing missed its margin & no \\
\quad Normalized max-slew margin & 64.68\% \\
\quad Setup tns final & 0 ns \\
\quad Final period demand of the worst path & 2.895 ns \\
\quad Transition time at the pin with the least slew margin & 0.5298 ns \\
\quad Number of failing setup endpoints in the final timing report & 0 \\
\quad Maximum clock frequency & 0.3455 GHz \\
\multicolumn{2}{l}{\textbf{Power}} \\
\quad PwrDens & 760.8 nW/µm² \\
\quad Leakage power & 0.2885 nW \\
\quad Maximum vdd drop & 0.1364 mV \\
\multicolumn{2}{l}{\textbf{Clock tree}} \\
\quad TritonCTS Sinks & 8 \\
\quad Number of gates given a new drive strength after cts & 0 \\
\quad Reg clk slew, reported paths & 0.05 ns \\
\quad Clk Tree Root Cell & clkbuf\_4 \\
\quad Clock latency at the later pin of the worst-skew pair & 0.24 ns \\
\quad H-tree depth & 1 \\
\quad Clock tree from TritonCTS & built \\
\quad Post-CTS setup buffers & 0 \\
\quad Number of buffers inserted during clock tree synthesis & 3 \\
\quad Count of hold-fix buffers inserted at cts & 0 \\
\quad Clock Path Buffers & 2 \\
\multicolumn{2}{l}{\textbf{Yosys}} \\
\quad Primary flip-flop cell chosen by synthesis mapping & dfrtp\_1 \\
\quad Cells after synthesis & 41 \\
\quad Post-Synth Adder-Cell Area & 12.85\% \\
\quad Chip area estimate from yosys synthesis & 486.7 µm² \\
\quad Register bit total from synthesis & 8 \\
\quad Yosys warns & 1 \\
\quad Synth Area in XOR/XNOR & 10.80\% \\
\quad Combinational family with the most area after synthesis & adder cells \\
\quad Count of flip-flops with a built-in enable after synthesis & 0 \\
\quad Multiplexer share of the synthesized area & 8.226\% \\
\quad Synthesized cell area & 486.7 µm² \\
\quad Cell Type Count & 21 \\
\quad Post-synthesis cell count from yosys & 41 \\
\quad Async set-reset flop share out of synthesis & 100.0\% \\
\quad Aoi share & 10.28\% \\
\quad Sequential cell area fraction in the yosys report & 41.13\% \\
\quad Average footprint of a synthesized cell & 11.87 µm² \\
\quad Post-Synth Simple-Gate Area & 12.08\% \\
\multicolumn{2}{l}{\textbf{GRT}} \\
\quad Initial antenna violation count & 0 \\
\quad Global-route usage over all layers & 3.142\% \\
\quad Pin count of the biggest net entering global routing & 9 \\
\quad Via count of the first global-routing pass & 333 \\
\quad Global-route wire length before repair & 1621 µm \\
\quad Leftover overflow at the end of global routing & 0 \\
\multicolumn{2}{l}{\textbf{Final layout}} \\
\quad Filler cell count in the final layout & 387 \\
\quad Logic area & 264.0 µm² \\
\quad Synthesis-to-layout area growth & 41.39\% \\
\quad Most common library cell in the layout ignoring fill and taps & clkdlybuf4s50\_1 \\
\quad Flip-flop count of the largest register after layout & 4 \\
\quad Finished layout cell area & 688.2 µm² \\
\quad Top cells excl fill/tap & clkdlybuf4s50\_1 (14), dfrtp\_1 (8), ha\_1 (5) \\
\quad Register Area & 200.2 µm² \\
\quad Share of post-route cells with drive strength above 1 & 12.50\% \\
\multicolumn{2}{l}{\textbf{Die}} \\
\quad Die Y-Extent & 80 µm \\
\quad Std-Cell Core Area & 3416 µm² \\
\quad I/O pin count & 15 \\
\quad Effective utilization at floorplan & 14.25\% \\
\quad Placement row count & 21 \\
\quad Total die size & 6400 µm² \\
\quad Die W & 80 µm \\
\multicolumn{2}{l}{\textbf{Status}} \\
\quad Status & finished, final reports clean \\
\multicolumn{2}{l}{\textbf{Hold path}} \\
\quad Min-Delay Path Class & flop to flop \\
\hline
\end{tabular}
## worst min-delay path by stage
stage | startpoint | end | slack (ns) | depth (start not counted)
6_report | raddr[1] | raddr[1] | 0.54 | 1
5_1_grt | raddr[1] | raddr[1] | 0.58 | 1
4_1_cts | raddr[1] | raddr[1] | 0.55 | 1
## stage by stage
stage                     utilization [%]  total power, W  hold slack [ns]  std cells  setup WS [ns]
after floorplan                         -       0.0003317           0.4644         41          1.820
after global placement              19.49       0.0004672           0.5353         99         0.9243
after detailed placement            19.49       0.0004743           0.5321         99         0.9069
after CTS                           20.15       0.0005397           0.5475        102         0.8943
after global routing                20.15       0.0005776           0.5755        102         0.8325
final                               20.15       0.0005236           0.5399        102         0.9052
## metal layers
layer | part of all wire [%] | global-route usage (%) | vias to the layer above
li1 | - | - | 178
met1 | 42 | 3.644 | 160
met2 | 51 | 5.056 | 4
met3 | 5.7 | 1.591 | 2
met4 | 0.95 | 0.7042 | 0
met5 | 0 | 0 | -
## critical path: stages
cell             delay, ns
clkdlybuf4s50_1       0.41
xor2_1                0.17
nor4_1                0.28
clkdlybuf4s50_1       0.52
## report_power, final
| part | switching (W) | total [W] | internal, W |
|---|---|---|---|
| clock network | 0.0000249 | 0.0000608 | 0.0000359 |
| logic | 0.000108 | 0.000303 | 0.000196 |
| registers | 0.0000366 | 0.000159 | 0.000123 |
## cells in the mapped netlist, drive strengths merged, types with 2 or more instances
cell	instances	area share, %
a21oi	2	2.1
dfrtp	8	41
xnor2	2	3.6
buf	2	3.9
mux2	2	6.2
nor2b	2	2.6
nand2	3	2.3
nor2	2	4.9
xor2	4	7.2
ha	5	13
## layout make-up
type	count	area share [%]
clock buffer	3	3.273
inverter	1	0.5455
multi-input combinational	30	38.36
sequential	8	29.09
tap	46	8.364
timing repair buffer	14	20.36
## logic make-up (layout without fill, tap and decap cells)
| kind of cell | Yosys count | after routing |
|---|---|---|
| adders and majority gates | 5 | 5 |
| AOI/OAI and AO/OA | 7 | 7 |
| buffers and inverters | 3 | 18 |
| xor gates and xnor gates | 6 | 6 |
| and+or+nand+nor | 9 | 9 |
| DFF | 8 | 8 |
| muxes | 3 | 3 |
Power figures rest on the tool's default switching activity, not on a simulated workload.
