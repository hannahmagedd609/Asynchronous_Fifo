**flow/design.v**
```verilog
module FIFO_MEM_CTRL #(parameter DATA_WIDTH = 8, FIFO_DEP = 8)(
input wire [DATA_WIDTH - 1:0] w_data,
input wire W_CLK, W_RST,
input wire [2:0] w_addr, r_addr,
input wire winc,
input wire wfull,
output wire [DATA_WIDTH - 1:0] r_data
);
reg [DATA_WIDTH - 1:0] FIFO_Memory [FIFO_DEP - 1:0];
wire wclken;
integer k;
assign r_data = FIFO_Memory[r_addr];
assign wclken = winc && !wfull;
always@(posedge W_CLK or negedge W_RST)
begin
if(!W_RST)
begin
for(k = 0; k < FIFO_DEP; k = k + 1)
begin
FIFO_Memory[k] = 'b0;
end
end
else if(wclken)
begin
FIFO_Memory[w_addr] <= w_data;
end
end
endmodule
```
**flow/run.sh**
```bash
#!/bin/bash
# OpenROAD 26Q1-2900-gdf79404cd8, Yosys 0.63+post, stock flow scripts
make -C /OpenROAD-flow-scripts/flow DESIGN_CONFIG=/design/flow/config.mk WORK_HOME=/design/flow/orfs finish
```
**flow/config.mk**
```make
export PLATFORM = sky130hd
export DESIGN_NAME = FIFO_MEM_CTRL
export DESIGN_NICKNAME = FIFO_MEM_CTRL
export VERILOG_FILES = /design/flow/design.v
export SDC_FILE = /design/flow/constraint.sdc
export NUM_CORES = 4
export LEC_CHECK = 1
export CORE_UTILIZATION = 40
```
**flow/constraint.sdc**
```tcl
current_design FIFO_MEM_CTRL

set clk_period 1.6
set clk_io_pct 0.2

create_clock -name clk0 -period $clk_period [get_ports {W_CLK}]

set non_clock_inputs [all_inputs -no_clocks]
set_input_delay [expr $clk_period * $clk_io_pct] -clock clk0 $non_clock_inputs
set_output_delay [expr $clk_period * $clk_io_pct] -clock clk0 [all_outputs]
```
==> results.txt <==
Purpose: to document the outcome of synthesis and place and route.

Floorplanning
The chip occupies 0.00791 mm². The report lists the number of standard-cell rows as 31. According to the floorplan report, the die height is 88.9 µm. According to the I/O placement log, the pin count is 26. At the floorplan stage, the core utilization is reported as 0.415. The horizontal die dimension reported for this design is 88.9 µm. The core region is 0.00729 mm².

Timing
Setup repair after global routing could not meet its margin everywhere. Per the slew report, the remaining headroom to the max-slew limit stands at 0.674. The worst hold slack is 0.475 ns. In the final report, the number of pins over their slew limit comes to 0. Clock skew on the completed layout was measured at 0 ns.

Derived from the worst setup path, the maximum achievable clock frequency is 0.545 GHz. In the final report, the number of endpoints failing setup comes to 8. The minimum clock period after layout is 1.83 ns.

Looking at the max-slew report, the worst-margin pin has a slew of 0.489 ns. The count of endpoints failing hold in the final timing report is 0. The final setup slack of the worst path is -0.234 ns.

The post-route clock period utilization is 1.15.

Hold path
In this run the worst hold path is classified as in2async.

Drt
The violation count after the first detailed-routing iteration is 71. The routed wire length is 6.68 mm. The iteration count recorded for the first detailed-route pass is 4. The overall via count from detail_route is 2,033. The repair_antennas step left the layout with diodes totalling 0.

The detail route stage leaves a number of antenna-violating nets equal to 0. The number of design rule violations left after detail routing is 0. The mean number of vias per cell is 5.20. Dividing the detail-routed wire length by the instance count gives 17.1 µm.

Finish
The register ranked first by flip-flop count is FIFO_Memory. The number of flip-flops under the largest register name is 64. The cell area after layout is 0.00423 mm².

The area added between synthesis and finish is 39.8%. The tally of filler cells in the layout is 594. In the final layout, flip-flops and latches occupy 0.00160 mm². The layout report lists the multi-input gate area as 0.00150 mm². In the final layout, the share of cells above drive strength 1 is 0.589. In the final layout, the registers with the most flip-flops are FIFO_Memory x64.

Worst setup path
The required time reported for the critical path endpoint is 1.28 ns. The type of origin of the critical path is a flip-flop. The data arrival time of the worst path is 1.51 ns.

In this run the worst path has a maximum fanout of 2. The internal reg-to-reg setup slack is 0.74 ns. The nature of the critical path endpoint is an output port. The worst-case reg-to-reg path depth is 2. The critical path is of the reg2out type. The capture point of the worst register-to-register path is recorded as FIFO_Memory[4][1]$_DFFE_PN0P_. The origin of the critical flop-to-flop path is FIFO_Memory[4][1]$_DFFE_PN0P_.

Logic synthesis
In this run the mean area of a mapped cell was 14.1 µm². The cell count after synthesis came out at 215. The post-synthesis sequential area ratio is 0.530. The Yosys warning count is 2. Synthesis inferred 64 register bits.

The chip area line in the Yosys stat output reads 0.00302 mm². The synthesized netlist was found by Yosys to have 215 cells. The unique cell type count in the Yosys netlist is 24. Before any placement, the netlist area is recorded as 0.00302 mm².

Global routing
The combined global-route utilization of all metal layers is 0.199. The global route stage reports its total congestion overflow as 0. The first global-routing pass estimated 11.3 mm of wire. The initial antenna violation count is 0. The largest net degree at the start of global routing is 27. The number of global-route vias before repair is 2,150.

Placed design
The total placed instance area is 0.00366 mm². The total half-perimeter wirelength after legalization and detailed placement is 4.19 mm. The number of port buffers is 25.

The global placement routability congestion is 0.744.

Power
Per the summary, power density relative to cell area is 1090 mW/mm². The maximum resistive drop on vdd is 0.569 mV. The leakage component of the power was reported as 1.89 nW.

Clock network
The number of clock sinks is 64. The total CTS buffers is 9. The clock-pin transition on the worst setup and hold timing paths is 0.07 ns. The clock root buffer is sky130_fd_sc_hd__clkbuf_8. TritonCTS built the clock tree. The maximum clock path buffer count is 2. The clock H-tree reported by CTS has 3 levels. As reported, the later end of the worst-skew pair has a clock insertion delay of 0.33 ns.

Run
The count of maximum capacitance violations is 0. The tool warning count for the run is 27.

Status
The run finished, with violations left. The final reports fail on setup timing.
layout by cell type (no fill, tap or decap), drive strengths merged, types with 5 or more instances in the layout:
master / netlist / layout
nand2: 5 / 5
mux2i: 22 / 22
clkdlybuf4s50: 0 / 13
o22ai: 7 / 7
clkbuf: 0 / 13
mux2: 65 / 65
a211oi: 5 / 5
nor3b: 7 / 7
dfrtp: 64 / 64
buf: 9 / 53
o22a: 7 / 7
where the power goes:
| group | total [W] | internal (W) | switching [W] |
|---|---|---|---|
| logic | 0.00100 | 0.000641 | 0.000363 |
| clock network | 0.00141 | 0.000798 | 0.000607 |
| registers | 0.00219 | 0.00199 | 0.000195 |
| total | 0.00460 | 0.00343 | 0.00117 |
cells by family after synthesis:
group	share of synthesized area
simple gates	0.0699
buf+inv	0.0215
flops	0.530
mux	0.315
compound gates	0.0637
through the flow:
step           worst slack, ns   util  setup TNS (ns)  total power, W  instances
6_report                -0.234  0.579          -0.781         0.00460        391
5_1_grt                 -0.295  0.579           -1.18         0.00486        391
4_1_cts                 -0.241  0.575           -1.09         0.00461        391
3_5_place_dp            -0.792  0.502          -22.85         0.00308        356
3_3_place_gp            -0.808  0.502          -22.55         0.00306        356
2_1_floorplan           0.0624      -               0         0.00272        215
area by class of cell:
type	instances	share of cell area
flip-flops and latches	64	0.379
multi-input cells	138	0.354
repair buffers	70	0.185
clock buffers	11	0.0358
well taps	99	0.0293
clock inverters	5	0.0130
inverters	4	0.00355
synthesized netlist by cell type:
cell type	number	share of area
sky130_fd_sc_hd__nand2b_1	4	0.0083
sky130_fd_sc_hd__nand2_1	4	0.0050
sky130_fd_sc_hd__inv_1	4	0.0050
sky130_fd_sc_hd__buf_2	7	0.012
sky130_fd_sc_hd__o22ai_1	7	0.014
sky130_fd_sc_hd__a21oi_1	1	0.0017
sky130_fd_sc_hd__nand3b_2	2	0.0074
sky130_fd_sc_hd__mux2_2	65	0.24
sky130_fd_sc_hd__and3_1	1	0.0021
sky130_fd_sc_hd__a211oi_1	5	0.012
sky130_fd_sc_hd__nand3b_4	1	0.0066
sky130_fd_sc_hd__buf_4	2	0.0050
sky130_fd_sc_hd__nand2_2	1	0.0021
sky130_fd_sc_hd__a22o_1	1	0.0029
sky130_fd_sc_hd__nor2_2	1	0.0021
sky130_fd_sc_hd__nor2b_1	2	0.0041
sky130_fd_sc_hd__nor2_1	3	0.0037
sky130_fd_sc_hd__mux2i_1	22	0.073
sky130_fd_sc_hd__nor3b_4	3	0.019
sky130_fd_sc_hd__o32a_1	1	0.0033
sky130_fd_sc_hd__o22a_1	7	0.020
sky130_fd_sc_hd__dfrtp_1	64	0.53
sky130_fd_sc_hd__a221oi_1	3	0.0087
sky130_fd_sc_hd__nor3b_1	4	0.0099
worst max-delay path, cell delays in order, from the launching register on:
cell and delay [ns]:
sky130_fd_sc_hd__dfrtp_1 0.38, sky130_fd_sc_hd__mux2_4 0.27, sky130_fd_sc_hd__and3_4 0.14, sky130_fd_sc_hd__o32a_1 0.28, sky130_fd_sc_hd__buf_2 0.11
layer usage:
metal / track usage / vias up / share of wire
li1: - / 951 / -
met1: 0.310 / 1016 / 0.48
met2: 0.301 / 52 / 0.45
met3: 0.0534 / 14 / 0.054
met4: 0.0317 / 0 / 0.019
met5: 0 / - / 0
what timing repair did:
action	4_1_cts	5_1_grt
resized	69	12
hold endpoints to repair	17	0
endpoints found under the setup margin	16	13
cloned	2	0
hold buffers	1	0
buffers inserted	16	0
pin swaps	23	14
worst max-delay path by stage:
stage	startpoint	end	slack [ns]	depth (start not counted)
global route	FIFO_Memory[2][2]$_DFFE_PN0P_	r_data[2]	-0.30	4
finish	FIFO_Memory[2][2]$_DFFE_PN0P_	r_data[2]	-0.23	4
CTS	FIFO_Memory[2][2]$_DFFE_PN0P_	r_data[2]	-0.24	4
Power and IR drop assume default switching activity.
